File: /design/flow/run.sh
#!/bin/bash
# OpenROAD 26Q1-2900-gdf79404cd8, Yosys 0.63+post, stock flow scripts
make -C /OpenROAD-flow-scripts/flow DESIGN_CONFIG=/design/flow/config.mk WORK_HOME=/design/flow/orfs finish
File: /design/flow/design.v
module wb_bram #(
	parameter mem_file_name = "none",
	parameter adr_width = 11
) (
	input             clk_i, 
	input             rst_i,
	input             wb_stb_i,
	input             wb_cyc_i,
	input             wb_we_i,
	output            wb_ack_o,
	input      [31:0] wb_adr_i,
	output reg [31:0] wb_dat_o,
	input      [31:0] wb_dat_i,
	input      [ 3:0] wb_sel_i
);
parameter word_width = adr_width - 2;
parameter word_depth = (1 << word_width);
reg            [31:0] ram [0:word_depth-1];     
reg                   ack;
wire [word_width-1:0] adr;
assign adr        = wb_adr_i[adr_width-1:2];       
assign wb_ack_o   = wb_stb_i & ack;
always @(posedge clk_i)
begin
	if (wb_stb_i && wb_cyc_i) 
	begin
		if (wb_we_i) 
			ram[ adr ] <= wb_dat_i;
		wb_dat_o <= ram[ adr ];
		ack <= ~ack;
	end else
		ack <= 0;
end
initial 
begin
	if (mem_file_name != "none")
	begin
		$readmemh(mem_file_name, ram);
	end
end
endmodule
File: /design/flow/constraint.sdc
current_design wb_bram

set clk_period 114.9
set clk_io_pct 0.2

create_clock -name clk0 -period $clk_period [get_ports {clk_i}]

set non_clock_inputs [all_inputs -no_clocks]
set_input_delay [expr $clk_period * $clk_io_pct] -clock clk0 $non_clock_inputs
set_output_delay [expr $clk_period * $clk_io_pct] -clock clk0 [all_outputs]
File: /design/flow/config.mk
export PLATFORM = sky130hd
export DESIGN_NAME = wb_bram
export DESIGN_NICKNAME = wb_bram
export VERILOG_FILES = /design/flow/design.v
export SDC_FILE = /design/flow/constraint.sdc
export NUM_CORES = 4
export LEC_CHECK = 1
export CORE_UTILIZATION = 50
export SYNTH_MEMORY_MAX_BITS = 65536
==> impl_metrics.env <==
# physical design summary
export IMPL_async_flop_share_pct=0
export IMPL_num_rows=410
export IMPL_gr_total_overflow=0
export IMPL_antenna_found_initial=242
export IMPL_gr_usage_met1_pct=39.1
export IMPL_worst_slack_ps=66490
export IMPL_clockRootBuffer="clkbuf_16"
export IMPL_clockBufferDepth=6
export IMPL_crit_path_end_kind="output pin"
export IMPL_use_met2_pct=46.4
export IMPL_clk_latency_ps=1380
export IMPL_cap_violations=2
export IMPL_grt_max_degree=131
export IMPL_cts_num_sinks=16400
export IMPL_top_cell_area_share_pct=79.0
export IMPL_crit_fanout=4
export IMPL_use_met3_pct=39.0
export IMPL_drtIter0Drc=23700
export IMPL_maxSlewHeadroom_pct=-8.72
export IMPL_fillCellCount=87900
export IMPL_worst_clock_skew_ps=98.1
export IMPL_common_cells="16400 x edfxtp_1, 3271 x mux4_2, 1748 x mux2i_1"
export IMPL_grt_pass1_vias=339000
export IMPL_synth_area_um2=624000
export IMPL_edf_count=16400
export IMPL_vdd_drop_max_mv=0.0162
export IMPL_drc=0
export IMPL_top_usage_layer="met2"
export IMPL_synth_cell_types=83
export IMPL_critPathLaunchType="input pin"
export IMPL_htree_levels=7
export IMPL_die_y_mm=1.12
export IMPL_slew_viol_final=8
export IMPL_area_leaders="edfxtp_1 79%, mux4_2 12%, mux2i_1 2.8%"
export IMPL_grt_pass1_wl_mm=2780
export IMPL_cts_hold_buf=0
export IMPL_synth_most_common_cell="edfxtp_1"
export IMPL_finalSetupViolCount=0
export IMPL_synth_main_ff_cell="edfxtp_1"
export IMPL_worst_slew_pin_slew_ps=1620
export IMPL_vias=315000
export IMPL_synth_warnings=1
export IMPL_yosysTopAreaCell="edfxtp_1"
export IMPL_synth_seq_cells=16400
export IMPL_first_pass_iters=8
export IMPL_fp_dieW_mm=1.12
export IMPL_wl_mm=2060
export IMPL_post_route_cells_drive_above_1_share_pct=27.0
export IMPL_period_used_pct=42.1
export IMPL_hold_viol_final=0
export IMPL_viasPerCell=6.46
export IMPL_grt_setup_unrepaired="false"
export IMPL_hold_path_class="flip-flop to flip-flop"
export IMPL_initial_utilization_pct=50.1
export IMPL_synth_stat_cells=28200
export IMPL_tritoncts="built"
export IMPL_cts_made_buffers=1686
export IMPL_core_um2=1250000
export IMPL_fmax_mhz=20.7
export IMPL_p_leak_uw=0.224
export IMPL_powerDensity_nw_per_um2=17.5
export IMPL_status="complete, but fails checks"
export IMPL_crit_arrival_ps=25430
export IMPL_die_area_um2=1250000
export IMPL_post_cts_buffers=0
export IMPL_area_growth_pct=14.2
export IMPL_numPortBuffers=77
export IMPL_ctsResizeCount=0
export IMPL_ios=106
export IMPL_syn_inst=28200
export IMPL_synth_seq_share_pct=79.0
export IMPL_grt_total_usage_pct=37.5
export IMPL_criticalPathCategory="input pin to output pin"
export IMPL_critPathRequiredTime_ps=91920
export IMPL_violations="capacitance limit, slew limit"
export IMPL_avgSynthCellArea_um2=22.1
export IMPL_wl_per_cell_um=42.3
export IMPL_drt_antenna_violating_nets=0
export IMPL_warning_count=91
export IMPL_place_congestion=1.02
export IMPL_period_needed_ps=48410
export IMPL_dp_slack_ps=66650
export IMPL_setup_tns_ps=0
export IMPL_dpl_hpwl_mm=1280
export IMPL_yosys_area_um2=624000
export IMPL_path_clk_slew_ps=60
## sequential cells by signal (all words and copies together) (netlist names)
signal    count
ram       16384
ack           1
wb_dat_o     32
## cell type report
cell class | count | area [um2] | share of cell area (%)
Clock inverter | 940 | 8480 | 1.19
Antenna cell | 566 | 1420 | 0.199
Sequential cell | 16400 | 493000 | 69.1
Timing Repair Buffer | 2095 | 16700 | 2.34
Clock buffer | 2061 | 44300 | 6.21
Tap cell | 16500 | 20600 | 2.89
Inverter | 3 | 26.3 | 0.00368
Multi-Input combinational cell | 10200 | 129000 | 18.0
## logic make-up after synthesis
logic type,synth area share [%]
flops,79.0
mux,14.9
compound gates,3.24
simple gates,1.60
buf+inv,1.31
## worst paths after layout
path | from | endpoint | slack (ps) | depth (start not counted)
max | wb_stb_i | wb_ack_o | 66490 | 3
min | ack$_SDFF_PN0_ | ack$_SDFF_PN0_ | 410 | 1
max reg2reg | ram[183][29]$_DFFE_PP_ | wb_dat_o[29]$_DFFE_PP_ | 109920 | 6
min reg2reg | ack$_SDFF_PN0_ | ack$_SDFF_PN0_ | 410 | 1
## layer usage
| metal | vias to the layer above | share of wire, % |
|---|---|---|
| met5 | - | 1.2 |
| met4 | 415 | 6.5 |
| met3 | 4514 | 25 |
| met2 | 27400 | 42 |
| met1 | 157000 | 26 |
| li1 | 125000 | - |
## layout by cell type, fill, tap and decap left out, drive strengths merged, types with 56 or more instances in the layout
master   count
edfxtp   16400
mux4      3277
clkbuf    2062
buf       2058
mux2i     1748
a22oi      775
clkinv     713
nor2       668
diode      566
nand2      566
o22ai      509
a21oi      406
a221oi     289
o21ai      281
nor3       207
nand4      197
bufinv     155
nand3      150
a22o       147
mux2       145
a31oi       83
and4        59
a2111oi     56
## worst max-delay path, cell delays in order
cell and delay [ps]:
clkdlybuf4s50_1 1040, and2_1 790, clkdlybuf4s50_1 610
## metrics by stage
stage / utilization, % / cell area, um2 / instances / hold slack [ps] / power (uW)
finish: 57.3 / 713000 / 48700 / 413 / 12500
global route: 57.2 / 713000 / 48600 / 443 / 12800
CTS: 57.1 / 712000 / 48200 / 411 / 12500
detailed placement: 52.9 / 659000 / 45200 / 401 / 7290
global placement: 52.9 / 659000 / 45200 / 394 / 7280
floorplan: - / 624000 / 28200 / 384 / 6980
## report_power, final
| group | total (uW) | switching [uW] | internal (uW) | leakage [uW] |
|---|---|---|---|---|
| logic | 583 | 408 | 175 | 0.0509 |
| registers | 6590 | 3.24 | 6590 | 0.147 |
| clock network | 5300 | 2230 | 3070 | 0.0258 |
Power and IR drop assume default switching activity.
